==> flow/design.v <==
module adder8b (f, cOut, a, b, cIn);
parameter n = 7;
output reg [n:0] f;
output reg cOut;
input [n:0] a;
input [n:0] b;
input cIn;
always @(a, b) begin
    if (cIn) begin
	{cOut, f} = a + ~(b) + cIn;
    end
    else begin
	{cOut, f} = a + b + cIn;
    end
end
endmodule
==> flow/run.sh <==
#!/bin/bash
# OpenROAD 26Q1-2900-gdf79404cd8, Yosys 0.63+post, stock flow scripts
make -C /OpenROAD-flow-scripts/flow DESIGN_CONFIG=/design/flow/config.mk WORK_HOME=/design/flow/orfs finish
==> flow/config.mk <==
export PLATFORM = sky130hd
export DESIGN_NAME = adder8b
export DESIGN_NICKNAME = adder8b
export VERILOG_FILES = /design/flow/design.v
export SDC_FILE = /design/flow/constraint.sdc
export NUM_CORES = 4
export LEC_CHECK = 1
export CORE_AREA = 10 10 70 70
export DIE_AREA = 0 0 80 80
==> flow/constraint.sdc <==
current_design adder8b

set clk_period 3.0
set clk_io_pct 0.2

create_clock -name clk0 -period $clk_period

set non_clock_inputs [all_inputs -no_clocks]
set_input_delay [expr $clk_period * $clk_io_pct] -clock clk0 $non_clock_inputs
set_output_delay [expr $clk_period * $clk_io_pct] -clock clk0 [all_outputs]
==> changes_impl.md <==
### Changed

- Worst Max-Slew Pin Slew: about 0.32 ns
- Fin crit period: 3.03 ns
- Placed Cells: 189
- Die X: 80 um
- Gr ovfl total: 0
- First-pass GRT wire length: 3.68 mm
- Fp util: a little over a fifth
- Crit end category: output port
- Row count: 21
- Worst Setup SP: a[0]
- Registers: 0
- Rel. slew slack: just under 80%
- Fin util: 40.5%
- Setup_tns: -0.0296 ns
- Hold depth: 5
- First-pass DRT Iterations: 4
- Synth warn: 1
- Crit path largest cell delay: 0.34 ns
- Yosys Chip Area: 741 um^2
- GRT Total Usage: 6.56%
- HPWL after DPL: 1.73 mm
- Die area: 0.00640 mm^2
- Gate Count Post-Synth: between 100 and 150
- Synth cell types: 31
- Post-synthesis sequential area ratio: 0%
- Non-filler cells in the finished layout: 192
- Routed vias/inst: 4.38
- # IOs: 26
- Max VDD drop: 61.7 uV
- # Cells Yosys: just over 100
- # clk buffers: 0
- Gpl congestion: 0.867
- Commonest Layout Cell: buf_4
- Antenna Cells: 0
- Hold Startpoint: a[6]
- Final setup viols: 1
- Crit-path cells: buf_8, ha_4, nor2b_4, nor2_4, fa_2, nor2_2, o21bai_1, a221o_1, nand2b_4, a32oi_1, buf_2
- Status: finished, violations left
- DRC: 0
- Top Layout Cells: 20 x buf_4, 12 x a21oi_1, 12 x dlygate4sd2_1
- Initial drt markers: 31
- Tool warnings: 42
- Min-Delay Path Class: in2out
- Register area: 0 um^2
- Slowest cell on crit path: fa_2
- Unrepaired setup endpoints after global routing: yes
- Initial antenna violation count: 0
- Final ANT Viol Nets: 0
- Achievable Freq: 330 MHz
- P_leak: 0.642 nW
- Total routed wirelength: around 2.3 mm
- Layout cells sized above 1: 42.5%
- # port buffers: 26
- Fill cells: 331
- Failing checks: setup timing
- Area growth syn-to-layout: 86.8%
- Final worst-path cycle share: 101%
- Post-Syn Area: 741 um^2
- Hold Vio Cnt, Final: 0
- Vias in the first global route: 884
- Power per cell area: 193 mW/mm^2
- Avg Inst Size Synth: roughly 7.3 um^2
- Worst-path maximum fanout: 3
- Core area: about 0.0034 mm^2
- Worst Path Arrival: between 2 and 2.5 ns
- Hold EP: f[6]
- Crit path kind: in2out
- Post-route setup slack: -0.0296 ns
- Worst setup SP type: input port
- Largest net degree at the start of global routing: 11
- Final Slew Violations: 0
- Required time at the worst-slack endpoint: 2.40 ns
- Wire per inst: between 10 and 15 um
- Via count: 840
- Max Cap Viol: 0
- Total chip power: 0.000267 W
- Die Span Y: 80 um
## power breakdown
group | internal (W) | total (W) | switching [W]
Clock | 0 | 0 | 0
Combinational | 0.000154 | 0.000267 | 0.000113
Sequential | 0 | 0 | 0
Total | 0.000154 | 0.000267 | 0.000113
## Yosys cell counts (2+ instances only)
cell type,number,share of area (%)
a21oi_1,15,10
nand4_1,2,1.7
nand3_1,2,1.4
xor2_1,3,3.5
fa_1,2,5.4
nand2b_1,4,3.4
o21ai_0,3,2.0
inv_1,15,7.6
xnor2_1,3,3.5
a32oi_1,2,2.4
nand2_1,4,2.0
buf_2,2,1.4
a21o_1,2,2.0
ha_1,16,27
nor2_1,10,5.1
## layer usage
layer  part of all wire [%]  GRT usage [%]
met3                    9.6           2.16
met4                      0              0
met1                     50           9.18
met2                     40           10.1
met5                      0              0
## what timing repair did
| item | in CTS | in global routing |
|---|---|---|
| setup buffers | 2 | 1 |
| resized | 64 | 17 |
| hold buffers | 0 | 0 |
| pin swaps | 24 | 16 |
| setup endpoints to repair | 8 | 7 |
## cell families (layout without fill, tap and decap cells)
family	count (synthesis)	after routing	share of synthesized area [%]
compound gates	30	30	25.5
xor+xnor	6	6	7.10
fa+ha+maj	18	18	32.4
buf+inv	19	64	13.9
mux	1	1	1.35
simple gates	27	27	19.8
## metrics by stage
| step | worst slack (ns) | hold WS, ns | cell area, um^2 |
|---|---|---|---|
| after floorplan | 0.187 | 1.36 | 741 |
| after global placement | -0.967 | 2.28 | 1160 |
| after detailed placement | -1.05 | 2.29 | 1160 |
| after CTS | -0.129 | 1.90 | 1310 |
| after global routing | -0.0942 | 1.86 | 1380 |
| final | -0.0296 | 1.82 | 1380 |
## layout make-up
cell class	count	area (um^2)	area share (%)
repair buffers	49	435	31.5
well taps	46	57.6	4.16
inverters	15	58.8	4.25
multi-input cells	82	832	60.1
## worst max path at each step
stage                 cells past startpoint  slack (ns)  endpoint
final                                    11       -0.03      cOut
after CTS                                12       -0.13      cOut
after global routing                     11       -0.09      cOut
## critical path, delay by kind of cell
| kind | cells | cell delay, ns |
|---|---|---|
| buf+inv | 2 | 0.23 |
| fa+ha+maj | 2 | 0.59 |
| compound gates | 3 | 0.59 |
| simple gates | 4 | 0.42 |
Power figures rest on the tool's default switching activity, not on a simulated workload.
