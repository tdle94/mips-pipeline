**design/flow/design.v**
```verilog
module fwdLoadMux(
    input [15:0] memWrt,
    input [15:0] memRead,
    input FwdLoadVal,
    output reg [15:0] result
);
always@(*) begin
    if (FwdLoadVal) begin
        result = memRead;
    end
    else begin
        result = memWrt;
    end
end
endmodule
```
**design/flow/run.sh**
```bash
#!/bin/bash
# OpenROAD 26Q1-2900-gdf79404cd8, Yosys 0.63+post, stock flow scripts
make -C /OpenROAD-flow-scripts/flow DESIGN_CONFIG=/design/flow/config.mk WORK_HOME=/design/flow/orfs finish
```
**design/flow/config.mk**
```make
export PLATFORM = sky130hd
export DESIGN_NAME = fwdLoadMux
export DESIGN_NICKNAME = fwdLoadMux
export VERILOG_FILES = /design/flow/design.v
export SDC_FILE = /design/flow/constraint.sdc
export NUM_CORES = 4
export LEC_CHECK = 1
export CORE_AREA = 10 10 70 70
export DIE_AREA = 0 0 80 80
```
**design/flow/constraint.sdc**
```tcl
current_design fwdLoadMux

set clk_period 1.0
set clk_io_pct 0.2

create_clock -name clk0 -period $clk_period

set non_clock_inputs [all_inputs -no_clocks]
set_input_delay [expr $clk_period * $clk_io_pct] -clock clk0 $non_clock_inputs
set_output_delay [expr $clk_period * $clk_io_pct] -clock clk0 [all_outputs]
```
==> run notes <==
On the backend side, the flow ran end to end.

The headroom to the max-slew limit stands at 95.1%. For reference, the most critical setup path is categorized as in2out. The total area inside the core boundary comes to between 0.003 and 0.004 mm^2.

The synthesized netlist cell count stands at 18. For this run, the number of standard cells in the final layout without fillers is ~110. The kind of cell with the highest combined delay along the critical path is buffers and inverters.

In this run the number of cells on the critical path is 4. The final period utilization stands at 106%. Of the cells placed in the final design, the portion with a size suffix greater than 1 is about 52%.

The number of global-route vias before repair stands at 429. After detailed placement, the design holds a cell count of ~110. The iteration count recorded for the first detailed-route pass is 2. The first global-routing pass estimated just over 2000 um of wire. The portion of the post-synthesis area used by sequential elements stands at 0%. The post-layout instance area stands at about 780 um^2. Detailed routing inserted a total of 366 vias.

Leaving out fill and tap cells, the most frequent cell in the layout is dlygate4sd2_1. Detailed placement reports a standard cell area of ~790 um^2. The tally of max-capacitance violations stands at 0. The growth of design area from synthesis to finish stands at 212%. The number of antenna violations at the first check in global routing is 0. The maximum number of pins on one net before global-route repair stands at 9. The run finished, with violations left. In this run the power density over the cells is between 300 and 400 mW/mm^2.

The floorplan report gives the top-level pin count as 49. The power report puts the leakage power at roughly 0.41 nW. The slew of the pin with the lowest slew margin stands at 0.0730 ns. After floorplanning, the die was sized to cover between 0.006 and 0.007 mm^2. The die extent in x stands at ~80 um.

The final layout contains a sequential cell count of 0. The signal on the critical path passes through buf_12, buf_12, mux2_4, buf_6. The OpenROAD warning count stands at 34. As logged by OpenROAD, the buffers inserted on ports number slightly below 50. For this block, the initial DRC count from the detailed router was 1. The count of standard-cell rows stands at 21. The routed design shows a wire length per standard cell of around 13 um. The detailed-route DRC error count stands at 0. The mapped netlist covers roughly 250 um^2. Setup repair after global routing could not meet its margin everywhere.

The final timing report lists a hold violation count of 0. The biggest cell delay along the critical path stands at about 0.30 ns. Nets still carrying antenna violations after routing amount to 0. Total global-route track usage over all layers is under 10%. The flow reports an fmax of between 900 and 1000 MHz.

The critical path ends at result[11]. Summing all flip-flop and latch instances after layout gives 0 um^2. The number of warnings issued by yosys stands at 1. STA classifies the critical path endpoint as an output pin. The vertical die dimension stands at ~80 um. Per the STA report, the cell with the highest stage delay on the worst path is mux2_4. In this run the mean area of a mapped cell was between 10 and 15 um^2. The peak fanout along the critical path stands at 8.

The placer congestion estimate stands at just over 0.8. Setup violations remaining at the end of the flow were counted as 16. The total wire length stands at 1430 um. Per the power-grid run, VDD falls by no more than around 0.11 mV. The arrival time of data at the critical path endpoint stands at 0.86 ns. Subtracting the final worst setup slack from the clock period gives between 1 and 1.5 ns. For this design, Yosys synthesis ends with a cell count of 18.

The checks that failed: negative setup slack. The worst-case setup margin in the final layout stands at -0.0599 ns. In the layout the commonest cells are dlygate4sd2_1, mux2_4, buf_2, buf_6, buf_12. The number of antenna diodes in the final layout is 0.

In this run the worst setup path begins at FwdLoadVal. Logged for this run, the post-placement worst setup slack is -0.850 ns. After clock tree synthesis, the setup repair step added 0 buffers. The routed via count divided by cell count stands at 3.24.

The chip area line of the yosys report stands at between 200 and 250 um^2. For this run the detailed placement stage logged an HPWL of about 1200 um. STA classifies the critical path startpoint as a primary input.

Counting the clock-network buffers in the layout gives 0. STA reports the tightest min-delay check as being of type in2out. The buffer and inverter count on the worst path stands at 3. Counting stages on the worst path, the most repeated cell is buf_12. Yosys mapped the design onto 4 distinct sky130hd cell types. STA puts the critical path data required time at 0.80 ns.

The initial utilization of the core area, before any placement, comes to under 10%. The total congestion overflow stands at 0. For the final routed database, the setup TNS stands at -0.813 ns. The max-slew violation count stands at 0.
==> Yosys cell counts, drive strengths merged <==
library cell	count	area, um^2
mux2	16	218
buf	2	31.3
==> routing by layer <==
layer | GRT usage (%) | part of all wire, % | up-vias
met3 | 3.64 | 25 | 0
li1 | - | - | 166
met1 | 5.67 | 49 | 151
met2 | 4.41 | 26 | 49
met5 | 0 | 0 | -
met4 | 0 | 0 | 0
==> logic make-up (layout without fill, tap and decap cells) <==
| kind of cell | Yosys count | after routing | synth area share (%) |
|---|---|---|---|
| buffers and inverters | 2 | 51 | 12.6 |
| muxes | 16 | 16 | 87.4 |
==> report_power, final <==
part	leakage (nW)	internal [W]	total, W	switching [W]
clock	0	0	0	0
sequential	0	0	0	0
combinational	0.411	0.000223	0.000287	0.0000642
total	0.411	0.000223	0.000287	0.0000642
==> how the worst min path moves through the flow <==
stage | slack (ns) | start | cells after the start | endpoint
6_report | 0.80 | memRead[13] | 3 | result[13]
5_1_grt | 0.82 | memWrt[12] | 3 | result[12]
4_1_cts | 0.80 | memRead[8] | 3 | result[8]
==> stage by stage <==
stage / hold WS, ns / util [%] / total power, W
detailed placement: 1.44 / 23.0 / 0.000318
global placement: 1.44 / 23.0 / 0.000318
floorplan: 0.498 / - / 0.0000893
CTS: 0.798 / 21.6 / 0.000268
global route: 0.818 / 22.7 / 0.000311
finish: 0.798 / 22.7 / 0.000287
==> final cells by class <==
class / instances / area (um^2)
tap: 46 / 57.6
multi-input combinational: 16 / 240
fill: 377 / 2640
timing repair buffer: 51 / 478
==> repair_timing <==
| action | 4_1_cts | 5_1_grt |
|---|---|---|
| gates cloned | 1 | 0 |
| endpoints found under the setup margin | 16 | 16 |
| resized | 98 | 6 |
| endpoints found under the hold margin | 0 | 0 |
| hold buffers | 0 | 0 |
| pin swaps | 0 | 0 |
Power figures rest on the tool's default switching activity, not on a simulated workload.
